`design/flow/config.mk`:
```
export PLATFORM = sky130hd
export DESIGN_NAME = alu32
export DESIGN_NICKNAME = alu32
export VERILOG_FILES = /design/flow/design.v
export SDC_FILE = /design/flow/constraint.sdc
export NUM_CORES = 4
export LEC_CHECK = 1
export CORE_UTILIZATION = 30
```
`design/flow/constraint.sdc`:
```
current_design alu32

set clk_period 15.2
set clk_io_pct 0.2

create_clock -name clk0 -period $clk_period

set non_clock_inputs [all_inputs -no_clocks]
set_input_delay [expr $clk_period * $clk_io_pct] -clock clk0 $non_clock_inputs
set_output_delay [expr $clk_period * $clk_io_pct] -clock clk0 [all_outputs]
```
`design/flow/design.v`:
```
package alu_opcodes_pkg;
  typedef enum logic [4:0] {
    ALU_OP_ADD    = 5'b00000,
    ALU_OP_SUB    = 5'b00001,
    ALU_OP_AND    = 5'b00010,
    ALU_OP_OR     = 5'b00011,
    ALU_OP_XOR    = 5'b00100,
    ALU_OP_SLL    = 5'b00101,
    ALU_OP_SRL    = 5'b00110,
    ALU_OP_SRA    = 5'b00111,
    ALU_OP_SLT    = 5'b01000,
    ALU_OP_SLTU   = 5'b01001
  } alu_op_t;
endpackage
module alu32(input logic [31:0] A, B, input logic [1:0] ALUControl,
             output logic [31:0] Result, output logic [3:0] Flags);
    logic [31:0] x1;
    logic [31:0] Sum;
    logic Cout;
    always_comb
    begin
        if (ALUControl[0]) x1 = ~B; else x1 = B;
        {Cout, Sum} = x1 + A + {31'b0, ALUControl[0]};
        case (ALUControl)
            2'b00: Result = Sum;
            2'b01: Result = Sum;
            2'b10: Result = A & B;
            2'b11: Result = A | B;
        endcase
        Flags[3] = Result[31];
        Flags[2] = Result == 0;
        Flags[1] = ~ALUControl[1] & Cout;
        Flags[0] = (~ (ALUControl[0] ^ A[31] ^ B[31])) & (A[31] ^ Sum[31]) & ~ALUControl[1];
    end
endmodule
```
`design/flow/run.sh`:
```
#!/bin/bash
# OpenROAD 26Q1-2900-gdf79404cd8, Yosys 0.63+post, stock flow scripts
make -C /OpenROAD-flow-scripts/flow DESIGN_CONFIG=/design/flow/config.mk WORK_HOME=/design/flow/orfs finish
```
==> summary.rpt <==
FLOW METRICS REPORT
----------------------------------------------------
[Logic synthesis]
  Synth Cell Area ........................ 3280 sq um
  Warnings from Yosys ........................ 1
  Synth top area cells ........................ sky130_fd_sc_hd__ha_1, sky130_fd_sc_hd__xor2_1, sky130_fd_sc_hd__maj3_1, sky130_fd_sc_hd__a21oi_1, sky130_fd_sc_hd__nand2_1
  Fraction of synthesized cell area taken by the top area cell type ........................ 12.6%
  Post-Syn Instances ........................ 476
  Avg Synthesized Cell Area ........................ 6.88 sq um
  Post-synthesis chip area from yosys ........................ 3280 sq um
  Number of cell instances after yosys synthesis ........................ 476
  Sequential element share of the synthesized area ........................ 0%
  Post-synthesis cell type count ........................ 74
  Biggest area consumer among synthesized cells ........................ sky130_fd_sc_hd__ha_1

[Setup path]
  Kind of capture point of the worst setup path ........................ output port
  Required time reported for the critical path endpoint ........................ 12.16 ns
  Kind of start point of the critical path ........................ primary input
  Maximum fanout along the worst path ........................ 4
  Crit Path Class ........................ primary input to output port
  Data arrival at the endpoint of the critical path ........................ 7.47 ns

[Run]
  Total tool warning count ........................ 34
  Number of maximum-capacitance violations ........................ 0

[Global route]
  Vias in the first global route ........................ 3564
  Pin count of the biggest net entering global routing ........................ 60
  Total congestion overflow ........................ 0
  Number of antenna violations at the first check in global routing ........................ 0
  Tot GR Track Use ........................ 18.4%
  Wire length of the first global-routing pass ........................ 17.1 mm

[Floorplanning]
  Die boundary height ........................ 106 microns
  I/O pin count ........................ 102
  Horizontal die dimension ........................ 106 microns
  Core region area ........................ 10500 sq um
  Placement row count ........................ 37
  Overall chip area ........................ 11300 sq um
  Fp_density ........................ 31.3%

[STA]
  FMAX ........................ 95.2 MHz
  Measured slew at the worst slew-check pin ........................ 0.958 ns
  Post-route setup TNS ........................ 0 ns
  Setup ws final ........................ 4.69 ns
  RSZ-0062 raised after global routing ........................ false
  Setup-failing EPs final ........................ 0
  Final hold viol count ........................ 0
  Relative max-transition margin ........................ 34.5%
  Min Tclk post-route ........................ 10.51 ns
  Worst hold slack after final layout ........................ 7.09 ns
  Tcrit/Tclk final ........................ 69.1%
  Max-slew violation total from the final report ........................ 0

[Final layout]
  Clock Buffer Count ........................ 0
  Most common cell after layout, fill and taps aside ........................ sky130_fd_sc_hd__clkdlybuf4s50_1
  Fraction of layout instances using a drive strength above 1 ........................ 3.96%
  Signed area change from the synthesized netlist to the final layout ........................ 33.1%
  Area of all sequential standard cells ........................ 0 sq um
  Count of placed standard cells in the final layout, fillers left out ........................ 692
  Most frequently placed logic cells in the final layout ........................ sky130_fd_sc_hd__clkdlybuf4s50_1, sky130_fd_sc_hd__nand2_1, sky130_fd_sc_hd__a21oi_1, sky130_fd_sc_hd__nor2_1
  Number of fill cells ........................ 1070
  Post-layout util ........................ 41.7%
  FF+latch count ........................ 0

[Placement]
  Routability-driven placement congestion ratio ........................ 0.923
  Placed wire-length estimate after detailed placement ........................ 8.48 mm
  Port Buffers ........................ 102
  Setup Slack @ Placement ........................ 4.74 ns
  Placed cell count ........................ 692

[Clock network]
  Resized cells post-CTS ........................ 0
  CTS hold repair buffers ........................ 0
  Setup bufs post-CTS ........................ 0

[Pwr]
  Ratio of total power to cell area ........................ 51.3 nW/um^2
  Worst VDD drop ........................ 0.0223 mV
  Reported leakage power ........................ 0.00172 uW

[Route]
  Average routed wire per standard cell ........................ 14.9 microns
  DR pass1 iterations ........................ 4
  Number of DRC violations after detailed routing ........................ 0
  Via/cell ratio ........................ 5.57
  DRC violation total after the first TritonRoute iteration ........................ 204
  Total Routed Length ........................ 10.3 mm
  Antenna cell count ........................ 0
  Post-DRT Antenna Nets ........................ 0
  Via total after detailed routing ........................ 3857

[Hold path]
  Worst hold endpoint ........................ Result[7]
  Startpoint of the most critical hold path ........................ ALUControl[0]
  Hold/Removal Path Class ........................ primary input to output port
  Hold Path Depth ........................ 4

[Outcome]
  Status ........................ complete, no violations

----------------------------------------------------
## routing by layer
| metal | wire length (microns) | track usage, % | vias up |
|---|---|---|---|
| li1 | - | - | 1982 |
| met1 | 5020 | 27.0 | 1732 |
| met2 | 4590 | 30.2 | 131 |
| met3 | 566 | 1.25 | 12 |
| met4 | 134 | 2.05 | 0 |
| met5 | 0 | 0 | - |
## cells by family (layout without fill, tap and decap cells)
logic type | after synthesis | in the layout | share of synthesized area [%]
buffers and inverters | 37 | 117 | 4.89
XOR/XNOR | 36 | 36 | 9.63
adder cells (fa/ha/maj) | 58 | 58 | 20.6
multiplexers | 4 | 4 | 1.37
AND-OR/OR-AND | 171 | 171 | 37.5
AND/OR/NAND/NOR | 170 | 170 | 26.1
## power breakdown
group | switching (uW) | leakage (uW) | internal, uW
combinational | 114 | 0.00172 | 109
sequential | 0 | 0 | 0
clock | 0 | 0 | 0
## through the flow
stage,area (sq um),total power [uW]
2_1_floorplan,3280,139
3_3_place_gp,4360,222
3_5_place_dp,4360,222
4_1_cts,4360,223
5_1_grt,4360,249
6_report,4360,224
## synthesized netlist by cell type, drive strengths merged, types with 8 or more instances
library cell  count
buf              11
or3               8
clkbuf           13
ha               33
a21oi            41
nand3            17
nor3             12
xor2             33
and3             13
o31ai            11
inv              13
o211ai            8
o21ai            30
nor2             36
a211oi            8
nand2            48
a21o             15
maj3             24
## critical path, cell delays in order
cell                              delay, ns
sky130_fd_sc_hd__clkdlybuf4s50_1       0.52
sky130_fd_sc_hd__mux2i_2               0.36
sky130_fd_sc_hd__fa_1                  0.29
sky130_fd_sc_hd__nor2b_1               0.09
sky130_fd_sc_hd__o31ai_1               0.48
sky130_fd_sc_hd__a21oi_1               0.21
sky130_fd_sc_hd__or3_1                 0.37
sky130_fd_sc_hd__a311oi_1              0.43
sky130_fd_sc_hd__o311ai_1              0.16
sky130_fd_sc_hd__nor4_1                0.57
sky130_fd_sc_hd__nand4_1               0.23
sky130_fd_sc_hd__nor4_2                0.21
sky130_fd_sc_hd__clkdlybuf4s50_1       0.51
## worst max path at each step
| stage | startpoint | endpoint | slack, ns | depth (start not counted) |
|---|---|---|---|---|
| after CTS | B[0] | Flags[2] | 4.73 | 13 |
| after global routing | B[0] | Flags[2] | 4.35 | 13 |
| final | B[0] | Flags[2] | 4.69 | 13 |
## cell type report
cell class         count  area, sq um  share of cell area (%)
multi-input cells    439         3120                    71.4
repair buffers       104         1030                    23.5
well taps            136          170                    3.90
inverters             13         48.8                    1.12
Power is estimated from default activity; no workload was simulated.
