File: design.v
package alu_opcodes_pkg;
  typedef enum logic [4:0] {
    ALU_OP_ADD    = 5'b00000,
    ALU_OP_SUB    = 5'b00001,
    ALU_OP_AND    = 5'b00010,
    ALU_OP_OR     = 5'b00011,
    ALU_OP_XOR    = 5'b00100,
    ALU_OP_SLL    = 5'b00101,
    ALU_OP_SRL    = 5'b00110,
    ALU_OP_SRA    = 5'b00111,
    ALU_OP_SLT    = 5'b01000,
    ALU_OP_SLTU   = 5'b01001
  } alu_op_t;
endpackage
module rf_riscv(
  input  logic clk_i,
  input  logic write_enable_i,
  input  logic [ 4:0] write_addr_i,
  input  logic [ 4:0] read_addr1_i,
  input  logic [ 4:0] read_addr2_i,
  input  logic [31:0] write_data_i,
  output logic [31:0] read_data1_o,
  output logic [31:0] read_data2_o
);
  logic [31:0] rf_mem [0:31];   
  assign read_data1_o = (read_addr1_i == 0) ? 32'd0 : rf_mem[read_addr1_i];
  assign read_data2_o = (read_addr2_i == 0) ? 32'd0 : rf_mem[read_addr2_i];
  always_ff @(posedge clk_i) begin
    if (write_enable_i && (write_addr_i != 0)) begin
      rf_mem[write_addr_i] <= write_data_i;
    end
  end
endmodule
File: config.mk
export PLATFORM = sky130hd
export DESIGN_NAME = rf_riscv
export DESIGN_NICKNAME = rf_riscv
export VERILOG_FILES = /design/flow/design.v
export SDC_FILE = /design/flow/constraint.sdc
export NUM_CORES = 4
export LEC_CHECK = 1
export CORE_UTILIZATION = 50
File: run.sh
#!/bin/bash
# OpenROAD 26Q1-2900-gdf79404cd8, Yosys 0.63+post, stock flow scripts
make -C /OpenROAD-flow-scripts/flow DESIGN_CONFIG=/design/flow/config.mk WORK_HOME=/design/flow/orfs finish
File: constraint.sdc
current_design rf_riscv

set clk_period 9.8
set clk_io_pct 0.2

create_clock -name clk0 -period $clk_period [get_ports {clk_i}]

set non_clock_inputs [all_inputs -no_clocks]
set_input_delay [expr $clk_period * $clk_io_pct] -clock clk0 $non_clock_inputs
set_output_delay [expr $clk_period * $clk_io_pct] -clock clk0 [all_outputs]
==> notes.md <==
yosys + openroad results -> antenna violations before repair=2, fa+ha+maj area frac=0%, switching part of the total=between 20 and 25%, die area=just under 0.1 mm^2, Synth flops=slightly above 1,000, CP arrival=~5600 ps, first-pass GRT wire length=216,600 um, Ys Warns=1, CTS Buf Count=around 110, Comb area=roughly 0.016 mm^2, Compound Share, Synth=under 10%, Pre-antenna DRT Iters=5, Worst-Margin Slew=about 1100 ps, post-synthesis async set-or-reset flop share=0%, combinational power share=~8.8%, Post-CTS Setup Repair Bufs=0, unrepaired setup endpoints after global routing=false, clk sinks=1,024, io pins=between 100 and 150, crit path capture type=output pin, detailed-route via count=about 28,000, drt wl/cell=between 30 and 40 um, Longest Clk Path Bufs=3, Mapped Avg Cell Area=~19 um^2, Final ANT Viol Nets=0, cycle use final=between 70 and 80%, Final setup viols=0, GRT Util Overall=35.52%, DP Worst Slack=about 2300 ps, CP required=between 7000 and 8000 ps, run status=finished clean, Clk pwr share=about two fifths, Max-Slew Margin vs Limit=25.73%, DRC viols=0, Setup crit start kind=input port, I/O Buffers=112, final max-slew violation count=0, P_leak=roughly 18 nW, Crit Path Max Fanout=about 40, post_cts resized=0, maximum clock rate=between 100 and 150 MHz, OpenROAD warning count=26, dominant logic cell type in the layout=edfxtp_1, Area Overhead vs Synth=13.70%, CTS tree=done, kind of critical path=input port to output pin, Post-CTS Hold Buffers=0, XOR Share, Synth=0%, core area=0.09501 mm^2, Clock Tree Root=clkbuf_16, yosys cell count=around 2,600, Detailed Place HPWL=between 80,000 and 90,000 um, Die Width=roughly 310 um, Multiplexer share=25.02%, H-tree Lvls=3, Layout fillers=6,857, GRT overflow=0, vias in the first global route=approximately 32,000, Seq share, synth=about 64%, number of enable flip-flop cells=approximately 1,000, Sequential Power Share=slightly below 50%, Final Hold Viols=0, Max-cap violations=0, Flop area=0.03075 mm^2, sw power=approximately 0.0022 W, Worst-path clk slew=around 60 ps, Distinct cells, synth=39, Rows=~110, largest reg by FF count=rf_mem, Power Total=about 0.010 W, number of flip-flops in the largest register=around 1,000, Post-synth top flop=edfxtp_1, Top logic family=multiplexers, internal power=0.007767 W, Top cells excl fill/tap=edfxtp_1, mux2i_1, mux4_2, share of cells above drive strength 1=between 20% and 30%, Tightest Hold Check Type=input port to flip-flop, pwr dens=183.5 mW/mm^2, Starting Density=between 50% and 60%, Starting DRT DRC Count=1,801, yosys stat area=about 0.048 mm^2, VDD IR max=between 0.2 and 0.25 mV, Final min period=roughly 7500 ps, largest net degree at the start of global routing=about 95, Cells after Synth=between 2,000 and 3,000, setup_tns=0 ps, Regs by FF count=rf_mem x1024, Post-Route WL=between 150,000 and 200,000 um, yosys simple share=~2.2%, Mapped Area=0.04790 mm^2, final setup margin=around 2300 ps, height of the die=between 300 and 400 um, gpl congestion=between 0.8 and 0.9, DR vias/cell=6.915
==> synthesized netlist by cell type (36+ instances only) <==
cell type | instances | area (um^2)
a221oi_1 | 38 | 332.8
a22oi_1 | 64 | 480.5
mux4_1 | 36 | 945.9
o221ai_1 | 64 | 560.5
buf_4 | 53 | 397.9
nand2_1 | 85 | 319.1
a211oi_1 | 53 | 397.9
mux2_2 | 64 | 720.7
o21ai_0 | 50 | 250.2
nor2_1 | 36 | 135.1
mux2i_1 | 320 | 3203
mux4_2 | 316 | 7117
buf_2 | 50 | 250.2
nor2b_1 | 37 | 231.5
edfxtp_1 | 1024 | 30750
clkbuf_1 | 98 | 367.9
==> per-layer routing <==
metal / wire length (um) / share of wire, % / track usage (%)
met1: 45080 / 30 / 41.56
met2: 68200 / 45 / 48.65
met5: 365 / 0.24 / 3.360
met4: 6101 / 4.0 / 10.75
met3: 31470 / 21 / 31.70
==> critical path: stages <==
cell,delay [ps]
buf_6,430
buf_4,640
nand3b_1,580
o221ai_1,490
a21oi_1,90
a211oi_1,710
clkdlybuf4s50_1,600
==> cells by family (layout without fill, tap and decap cells) <==
kind of cell | Yosys count | count (layout)
AOI/OAI and AO/OA | 374 | 374
buffers and inverters | 217 | 431
DFF | 1024 | 1024
muxes | 736 | 736
other | 1 | 35
and+or+nand+nor | 212 | 212
==> worst paths after layout <==
kind | from | endpoint | slack, ps | depth (start not counted)
max | read_addr2_i[1] | read_data2_o[0] | 2250 | 7
min | write_data_i[21] | rf_mem[13][21] | 2090 | 2
==> layout make-up <==
class                      instances  area share, %
antenna                            3        0.01378
clock buffer                     131          5.316
clock inverter                    67          1.362
inverter                           2        0.01608
multi-input combinational       1354          30.11
sequential                      1024          56.46
tap                             1265          2.906
timing repair buffer             231          3.823
==> through the flow <==
stage               utilization, %  area [um^2]  hold slack [ps]  std cells
floorplan                        -        48020             2059       2595
global placement             53.49        50820             2786       3876
detailed placement           53.49        50820             2792       3876
global route                 57.32        54460             2104       4074
finish                       57.33        54470             2093       4077
CTS                          57.32        54460             2066       4074
==> power groups by stage <==
| stage | combinational (W) | clock [W] | sequential [W] |
|---|---|---|---|
| final | 0.000883 | 0.00420 | 0.00491 |
| after CTS | 0.000880 | 0.00425 | 0.00491 |
| after global routing | 0.000935 | 0.00441 | 0.00492 |
Power and IR drop assume default switching activity.
